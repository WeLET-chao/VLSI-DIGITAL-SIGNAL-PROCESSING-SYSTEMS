--- flow/config.mk ---
export PLATFORM = sky130hd
export DESIGN_NAME = pe_array
export DESIGN_NICKNAME = pe_array
export VERILOG_FILES = /design/flow/design.v
export SDC_FILE = /design/flow/constraint.sdc
export NUM_CORES = 4
export LEC_CHECK = 1
export CORE_UTILIZATION = 40
export SYNTH_HDL_FRONTEND = slang
--- flow/constraint.sdc ---
current_design pe_array

set clk_period 10.0
set clk_io_pct 0.2

create_clock -name clk0 -period $clk_period [get_ports {clk}]

set non_clock_inputs [all_inputs -no_clocks]
set_input_delay [expr $clk_period * $clk_io_pct] -clock clk0 $non_clock_inputs
set_output_delay [expr $clk_period * $clk_io_pct] -clock clk0 [all_outputs]
--- flow/design.v ---
module buffer(input clk,
              input rst_n,
              input [7:0] data_in,
              output reg [7:0] data_out);
    always @(posedge clk or negedge rst_n) begin
        if (!rst_n)
            data_out <= 0;
        else 
            data_out <= data_in;
    end
endmodule  
module pe(input clk,
          input rst_n,
          input worken,
          input outputen,
          input signed [7:0] fmaps_in,
          input signed [7:0] weight_in,
          input signed [20:0] psum_in,          
          output reg outputen_delay,
          output reg signed [7:0] fmaps_reuse,
          output reg signed [7:0] weight_reuse,
          output reg signed [20:0] psum_out);  
    reg signed [20:0] acc_reg;
    always @(posedge clk or negedge rst_n) begin
        if (!rst_n)
            outputen_delay <= 0;
        else
            outputen_delay <= outputen;
    end
    always @(posedge clk or negedge rst_n) begin
        if (!rst_n)
            fmaps_reuse <= 0;
        else if (worken)
            fmaps_reuse <= fmaps_in;
        else
            fmaps_reuse <= fmaps_reuse;
    end
    always @(posedge clk or negedge rst_n) begin
        if (!rst_n)
            weight_reuse <= 0;
        else if (worken)
            weight_reuse <= weight_in;
        else
            weight_reuse <= weight_reuse;
    end
    reg signed [15:0] mult_reg;
    always @(posedge clk or negedge rst_n) begin
        if (!rst_n)
            mult_reg <= 0;
        else if (worken)
            mult_reg <= fmaps_in*weight_in;
        else
            mult_reg <= mult_reg;
    end
    always @(posedge clk or negedge rst_n) begin
        if (!rst_n)
            acc_reg <= 0;
        else
            case ({outputen,worken})
                2'b01: acc_reg   <= acc_reg + mult_reg;
                2'b11: acc_reg   <= mult_reg;
                default: acc_reg <= acc_reg;
            endcase
    end
    always @(posedge clk or negedge rst_n) begin
        if (!rst_n)
            psum_out <= 0;
        else if (outputen)
            psum_out <= acc_reg + psum_in;
        else
            psum_out <= 0;
    end
endmodule  
module pe_array(input clk,
                input rst_n,
                input worken,
                input outputen,
                input signed [7:0] fmaps_in1_1,     
                input signed [7:0] fmaps_in2_1,
                input signed [7:0] fmaps_in3_1,
                input signed [7:0] fmaps_in4_1,
                input signed [7:0] fmaps_in5_1,
                input signed [7:0] fmaps_in5_2,
                input signed [7:0] fmaps_in5_3,
                input signed [7:0] weight_in1,      
                input signed [7:0] weight_in2,
                input signed [7:0] weight_in3,
                input signed [7:0] weight_in4,
                input signed [7:0] weight_in5,
                output signed [20:0] psum_out1_1,   
                output signed [20:0] psum_out1_2,
                output signed [20:0] psum_out1_3);
    wire [7:0] connect_in[1:8];
    wire [7:0] connect_out[1:8];
    buffer buffer1(
    .clk(clk),
    .rst_n(rst_n),
    .data_in(connect_in[1]),
    .data_out(connect_out[1])
    );
    buffer buffer2(
    .clk(clk),
    .rst_n(rst_n),
    .data_in(connect_in[2]),
    .data_out(connect_out[2])
    );
    buffer buffer3(
    .clk(clk),
    .rst_n(rst_n),
    .data_in(connect_in[3]),
    .data_out(connect_out[3])
    );
    buffer buffer4(
    .clk(clk),
    .rst_n(rst_n),
    .data_in(connect_in[4]),
    .data_out(connect_out[4])
    );
    buffer buffer5(
    .clk(clk),
    .rst_n(rst_n),
    .data_in(connect_in[5]),
    .data_out(connect_out[5])
    );
    buffer buffer6(
    .clk(clk),
    .rst_n(rst_n),
    .data_in(connect_in[6]),
    .data_out(connect_out[6])
    );
    buffer buffer7(
    .clk(clk),
    .rst_n(rst_n),
    .data_in(connect_in[7]),
    .data_out(connect_out[7])
    );
    buffer buffer8(
    .clk(clk),
    .rst_n(rst_n),
    .data_in(connect_in[8]),
    .data_out(connect_out[8])
    );
    wire outputen_connection[0:5];
    wire [20:0] psum_in1_1, psum_in1_2, psum_in1_3;
    wire [20:0] psum_in2_1, psum_in2_2, psum_in2_3;
    wire [20:0] psum_in3_1, psum_in3_2, psum_in3_3;
    wire [20:0] psum_in4_1, psum_in4_2, psum_in4_3;
    wire [20:0] psum_in5_1, psum_in5_2, psum_in5_3;
    assign psum_in5_1 = 0;
    assign psum_in5_2 = 0;
    assign psum_in5_3 = 0;
    wire [7:0] weight_reuse1_1;
    wire [7:0] weight_reuse2_1;
    wire [7:0] weight_reuse3_1;
    wire [7:0] weight_reuse4_1;
    wire [7:0] weight_reuse5_1;
    pe pe1_1(
    .clk(clk),
    .rst_n(rst_n),
    .worken(worken),
    .outputen(outputen_connection[3]),
    .fmaps_in(fmaps_in1_1),
    .weight_in(weight_in1),
    .psum_in(psum_in1_1),
    .outputen_delay(),
    .fmaps_reuse(),
    .weight_reuse(weight_reuse1_1),
    .psum_out(psum_out1_1)
    );
    pe pe2_1(
    .clk(clk),
    .rst_n(rst_n),
    .worken(worken),
    .outputen(outputen_connection[2]),
    .fmaps_in(fmaps_in2_1),
    .weight_in(weight_in2),
    .psum_in(psum_in2_1),
    .outputen_delay(outputen_connection[3]),
    .fmaps_reuse(connect_in[1]),
    .weight_reuse(weight_reuse2_1),
    .psum_out(psum_in1_1)
    );
    pe pe3_1(
    .clk(clk),
    .rst_n(rst_n),
    .worken(worken),
    .outputen(outputen_connection[1]),
    .fmaps_in(fmaps_in3_1),
    .weight_in(weight_in3),
    .psum_in(psum_in3_1),
    .outputen_delay(outputen_connection[2]),
    .fmaps_reuse(connect_in[2]),
    .weight_reuse(weight_reuse3_1),
    .psum_out(psum_in2_1)
    );
    pe pe4_1(
    .clk(clk),
    .rst_n(rst_n),
    .worken(worken),
    .outputen(outputen_connection[0]),
    .fmaps_in(fmaps_in4_1),
    .weight_in(weight_in4),
    .psum_in(psum_in4_1),
    .outputen_delay(outputen_connection[1]),
    .fmaps_reuse(connect_in[3]),
    .weight_reuse(weight_reuse4_1),
    .psum_out(psum_in3_1)
    );
    pe pe5_1(
    .clk(clk),
    .rst_n(rst_n),
    .worken(worken),
    .outputen(outputen),
    .fmaps_in(fmaps_in5_1),
    .weight_in(weight_in5),
    .psum_in(psum_in5_1),
    .outputen_delay(outputen_connection[0]),
    .fmaps_reuse(connect_in[4]),
    .weight_reuse(weight_reuse5_1),
    .psum_out(psum_in4_1)
    );
    wire [7:0] weight_reuse1_2;
    wire [7:0] weight_reuse2_2;
    wire [7:0] weight_reuse3_2;
    wire [7:0] weight_reuse4_2;
    wire [7:0] weight_reuse5_2;
    pe pe1_2(
    .clk(clk),
    .rst_n(rst_n),
    .worken(worken),
    .outputen(outputen_connection[4]),
    .fmaps_in(connect_out[1]),
    .weight_in(weight_reuse1_1),
    .psum_in(psum_in1_2),
    .outputen_delay(outputen_connection[5]),
    .fmaps_reuse(),
    .weight_reuse(weight_reuse1_2),
    .psum_out(psum_out1_2)
    );
    pe pe2_2(
    .clk(clk),
    .rst_n(rst_n),
    .worken(worken),
    .outputen(outputen_connection[3]),
    .fmaps_in(connect_out[2]),
    .weight_in(weight_reuse2_1),
    .psum_in(psum_in2_2),
    .outputen_delay(outputen_connection[4]),
    .fmaps_reuse(connect_in[5]),
    .weight_reuse(weight_reuse2_2),
    .psum_out(psum_in1_2)
    );
    pe pe3_2(
    .clk(clk),
    .rst_n(rst_n),
    .worken(worken),
    .outputen(outputen_connection[2]),
    .fmaps_in(connect_out[3]),
    .weight_in(weight_reuse3_1),
    .psum_in(psum_in3_2),
    .outputen_delay(outputen_connection[3]),
    .fmaps_reuse(connect_in[6]),
    .weight_reuse(weight_reuse3_2),
    .psum_out(psum_in2_2)
    );
    pe pe4_2(
    .clk(clk),
    .rst_n(rst_n),
    .worken(worken),
    .outputen(outputen_connection[1]),
    .fmaps_in(connect_out[4]),
    .weight_in(weight_reuse4_1),
    .psum_in(psum_in4_2),
    .outputen_delay(outputen_connection[2]),
    .fmaps_reuse(connect_in[7]),
    .weight_reuse(weight_reuse4_2),
    .psum_out(psum_in3_2)
    );
    pe pe5_2(
    .clk(clk),
    .rst_n(rst_n),
    .worken(worken),
    .outputen(outputen_connection[0]),
    .fmaps_in(fmaps_in5_2),
    .weight_in(weight_reuse5_1),
    .psum_in(psum_in5_2),
    .outputen_delay(outputen_connection[1]),
    .fmaps_reuse(connect_in[8]),
    .weight_reuse(weight_reuse5_2),
    .psum_out(psum_in4_2)
    );
    pe pe1_3(
    .clk(clk),
    .rst_n(rst_n),
    .worken(worken),
    .outputen(outputen_connection[5]),
    .fmaps_in(connect_out[5]),
    .weight_in(weight_reuse1_2),
    .psum_in(psum_in1_3),
    .outputen_delay(),
    .fmaps_reuse(),
    .weight_reuse(),
    .psum_out(psum_out1_3)
    );
    pe pe2_3(
    .clk(clk),
    .rst_n(rst_n),
    .worken(worken),
    .outputen(outputen_connection[4]),
    .fmaps_in(connect_out[6]),
    .weight_in(weight_reuse2_2),
    .psum_in(psum_in2_3),
    .outputen_delay(outputen_connection[5]),
    .fmaps_reuse(),
    .weight_reuse(),
    .psum_out(psum_in1_3)
    );
    pe pe3_3(
    .clk(clk),
    .rst_n(rst_n),
    .worken(worken),
    .outputen(outputen_connection[3]),
    .fmaps_in(connect_out[7]),
    .weight_in(weight_reuse3_2),
    .psum_in(psum_in3_3),
    .outputen_delay(outputen_connection[4]),
    .fmaps_reuse(),
    .weight_reuse(),
    .psum_out(psum_in2_3)
    );
    pe pe4_3(
    .clk(clk),
    .rst_n(rst_n),
    .worken(worken),
    .outputen(outputen_connection[2]),
    .fmaps_in(connect_out[8]),
    .weight_in(weight_reuse4_2),
    .psum_in(psum_in4_3),
    .outputen_delay(outputen_connection[3]),
    .fmaps_reuse(),
    .weight_reuse(),
    .psum_out(psum_in3_3)
    );
    pe pe5_3(
    .clk(clk),
    .rst_n(rst_n),
    .worken(worken),
    .outputen(outputen_connection[1]),
    .fmaps_in(fmaps_in5_3),
    .weight_in(weight_reuse5_2),
    .psum_in(psum_in5_3),
    .outputen_delay(outputen_connection[2]),
    .fmaps_reuse(),
    .weight_reuse(),
    .psum_out(psum_in4_3)
    );
endmodule  
--- flow/run.sh ---
#!/bin/bash
# OpenROAD 26Q1-2900-gdf79404cd8, Yosys 0.63+post, stock flow scripts
make -C /OpenROAD-flow-scripts/flow DESIGN_CONFIG=/design/flow/config.mk WORK_HOME=/design/flow/orfs finish
==> notes.md <==
Implementation numbers.

- The run finished with clean final reports.
- The die outline area is 252700 µm².
- Setup repair after global routing left no endpoint under its margin.
- By count the netlist is led by 1413 x sky130_fd_sc_hd__inv_1, 1084 x sky130_fd_sc_hd__dfrtp_1, 975 x sky130_fd_sc_hd__ha_1.
- For the finished layout, the period the worst path requires is 6218 ps.
- Headroom to the max-slew limit came out at 49.39%.
- The wire length of the first global-routing pass is 387800 µm.
- Per the placement report, the placed cell count is 13826.
- The number of antenna violations at the first check in global routing is 8.
- The number of maximum-capacitance violations recorded for the run is 0.
- The reg-to-reg setup timing slack is 4910 ps.
- The startpoint of the tightest hold check path is pe2_2.fmaps_reuse[0].
- The die span in x is 502.7 µm.
- The most numerous cell in the Yosys netlist is sky130_fd_sc_hd__inv_1.
- The count of library flops with an enable pin is 0.
- The data required time reported for the critical path is 10620 ps.
- The detailed-route vias per instance is 5.112.
- The number of warnings reported in the stage logs is 48.
- In the finished design, the share of the clock period the worst path needs comes to 62.18%.
- Max-slew check failures listed in the final report amount to 0.
- In this run the worst hold path is classified as register to register.
- The maximum vdd drop is 0.2637 mV.
- STA shows the worst min-delay path finishing at buffer5.data_out[0].
- The port buffer count is 162.
- For this configuration, the core starts out at a cell density of 40.29%.
- Along the worst path, the maximum fanout reaches 9.
- STA classifies the critical path startpoint as a primary input.
- The HPWL after detailed placement is 181400 µm.
- Per the CTS log, the root buffer master is sky130_fd_sc_hd__clkbuf_16.
- The post-route DRC violation count is 0.
- The mean instance size in the synthesized netlist is 9.514 µm².
- The clock passes through at most 3 buffers.
- The first TritonRoute pass finished after 6 iterations.
- The count of standard-cell rows is 183.
- Synthesis produced 10539 cells.
- The number of cells in the yosys synthesis report is 10539.
- Synthesis inferred 1084 register bits.
- The dominant register cell is sky130_fd_sc_hd__dfrtp_1.
- The number of sinks driven by the clock tree is 1084.
- The placed standard-cell area is 105600 µm².
- The final layout reports a setup TNS of 0 ps.
- The remaining antenna violation count is 0.
- The maximum clock frequency is 160.8 MHz.
- Counting endpoints that fail hold in the final report gives 0.
- 163 I/O pins were placed.
- Between the synthesized netlist and the finished layout, the area growth was recorded as 10.19%.
- The script extracted a total leakage power of 52.72 nW.
- The placer's final routability congestion estimate is 0.9194.
- The number of clock buffers inserted by TritonCTS is 139.
- Summing the sequential cell areas from Yosys gives 27.05% of the chip area.
- The most area-hungry cell type in the Yosys netlist is sky130_fd_sc_hd__dfrtp_1.
- The worst register-to-register path has a depth of 19.
- The category of the most critical setup path is primary input to register.
- The global-route usage over all layers is 19.90%.
- STA lists the endpoint of the worst register-to-register path as pe2_2.mult_reg[15].
- The number of DRC violations after detailed-routing iteration 0 is 3969.
- The worst setup path is captured at a register.
- The main area contributors are sky130_fd_sc_hd__dfrtp_1 27%, sky130_fd_sc_hd__fa_1 17%, sky130_fd_sc_hd__ha_1 12%, sky130_fd_sc_hd__inv_1 5.3%, sky130_fd_sc_hd__and2_1 4.8%.
- The area of the synthesized netlist per yosys stat is 100300 µm².
- The total detailed-routing wirelength is 233300 µm.
- The placeable core area is 248900 µm².
- The area share of the largest cell type after synthesis is 27.05%.
- The least setup slack across all paths after layout is 3782 ps.
- On the critical path the data arrives at 6840 ps.
- TritonCTS built the clock tree.
- Entering global routing, the biggest net connects 134 pins.
- The number of setup buffers added after CTS is 0.
- The final instance count without filler cells is 14083.
- In the synthesized netlist the async set-or-reset flop fraction comes to 100.0%.
- Before any placement, the netlist area is recorded as 100300 µm².
- The number of global-route vias before repair was 71860.
- The finished cells cover 110500 µm².
- Looking at the reg2reg group, the worst path starts from pe2_1.weight_reuse[0].
- The clock slew seen by the registers of the worst setup and hold paths is 60 ps.
- Buffers inserted to repair hold after CTS numbered 0.
- The warning tally printed by Yosys for this design is 5.
- The depth of the worst hold-timing path is 0.
- Detailed routing inserted a total of 71996 vias.
- The fraction of layout instances using a drive strength above 1 is 6.763%.
- The report lists the power per cell area as 383.6 nW/µm².
- The deepest level of the CTS H-tree is 4.
- The overall die height is 502.7 µm.
- The actual transition at the worst max-transition pin is 749.3 ps.
- The post-detailed-route wirelength per cell is 16.57 µm.
- The power after layout is 42.39 mW.
- Once the clock tree was built, the resizer swapped 0 gates to a different size.
- The final timing report lists clock skew as 40.47 ps.
- For the worst-skew pair, the clock arrives at the later sink with an insertion delay of 800 ps.
- Per the GRT congestion report, total overflow comes to 0.
- Endpoints with negative setup slack in the final report add up to 0.
- The distinct cell type count after synthesis is 110.
- The pre-CTS setup slack is 3042 ps.
[cell type report]
| class | instances | area, µm² |
|---|---|---|
| Antenna cell | 3 | 7.507 |
| Clock buffer | 190 | 4006 |
| Clock inverter | 64 | 828.3 |
| Fill cell | 22997 | 138400 |
| Inverter | 1415 | 5316 |
| Multi-Input combinational cell | 7780 | 66850 |
| Sequential cell | 1084 | 27140 |
| Tap cell | 3330 | 4167 |
| Timing Repair Buffer | 217 | 2170 |
[placed cells by master, fill, tap and decap left out, drive strengths merged, types with 17 or more instances in the layout]
master | netlist | routed
clkdlybuf4s50 | 0 | 160
o21ai | 373 | 373
xor2 | 201 | 201
a31oi | 60 | 60
a211o | 23 | 23
nand3 | 112 | 112
a21boi | 29 | 29
xnor2 | 420 | 420
and3 | 54 | 54
o21bai | 92 | 92
or3 | 39 | 39
nor3 | 151 | 151
and2 | 770 | 770
dfrtp | 1084 | 1084
nand2b | 99 | 99
ha | 975 | 975
a21o | 282 | 282
buf | 48 | 57
clkbuf | 212 | 190
nand3b | 26 | 26
nor2 | 718 | 718
o31ai | 38 | 38
a211oi | 63 | 63
nand2 | 602 | 602
mux2i | 64 | 64
o41ai | 17 | 17
nand4 | 35 | 35
a41oi | 17 | 17
mux2 | 332 | 332
fa | 852 | 852
nor4 | 27 | 27
inv | 1414 | 1421
or2 | 25 | 25
o211ai | 69 | 69
o21a | 104 | 104
a21oi | 742 | 742
clkinv | 1 | 33
o221ai | 24 | 24
nor2b | 175 | 175
[metrics by stage]
stage	util, %	hold slack, ps
2_1_floorplan	-	350.1
3_3_place_gp	42.45	356.6
3_5_place_dp	42.45	359.3
4_1_cts	44.39	371.6
5_1_grt	44.39	373.6
6_report	44.39	367.7
[logic make-up after synthesis]
family | share of synthesized area, %
mux | 4.371
buf+inv | 6.277
flops | 27.05
compound gates | 13.11
simple gates | 14.59
xor+xnor | 5.425
fa+ha+maj | 29.18
[how the worst max path moves through the flow]
stage / startpoint / endpoint / slack, ps / cells after the start
finish: weight_in1[2] / pe1_1.mult_reg[15] / 3780 / 20
global route: fmaps_in2_1[2] / pe2_1.mult_reg[14] / 3520 / 20
CTS: weight_in1[2] / pe1_1.mult_reg[15] / 3870 / 20
[routing by layer]
metal / GRT usage (%) / vias to the layer above / part of all wire, %
li1: - / 35359 / -
met1: 30.08 / 35046 / 46
met2: 31.05 / 1319 / 46
met3: 3.844 / 266 / 5.3
met4: 3.489 / 6 / 2.1
met5: 0 / - / 0.016
[power by group]
part | switching (mW) | internal [mW]
clock network | 2.11 | 3.17
registers | 1.86 | 6.18
logic | 15.3 | 13.8
total | 19.3 | 23.1
[worst max-delay path, cell delays in order]
cell and delay (ps):
sky130_fd_sc_hd__clkdlybuf4s50_1 610, sky130_fd_sc_hd__and2_1 280, sky130_fd_sc_hd__fa_1 540, sky130_fd_sc_hd__inv_1 60, sky130_fd_sc_hd__fa_1 530, sky130_fd_sc_hd__inv_1 50, sky130_fd_sc_hd__fa_1 470, sky130_fd_sc_hd__inv_1 50
sky130_fd_sc_hd__fa_1 490, sky130_fd_sc_hd__inv_1 40, sky130_fd_sc_hd__ha_1 300, sky130_fd_sc_hd__inv_1 60, sky130_fd_sc_hd__o21ai_0 80, sky130_fd_sc_hd__a21oi_1 230, sky130_fd_sc_hd__o21bai_1 120, sky130_fd_sc_hd__a211oi_1 390
sky130_fd_sc_hd__o21bai_1 100, sky130_fd_sc_hd__a21oi_1 180, sky130_fd_sc_hd__xnor2_1 140, sky130_fd_sc_hd__a21oi_1 80
Power is estimated from default activity; no workload was simulated.
