## design/flow/run.sh

```bash
#!/bin/bash
# OpenROAD 26Q1-2900-gdf79404cd8, Yosys 0.63+post, stock flow scripts
make -C /OpenROAD-flow-scripts/flow DESIGN_CONFIG=/design/flow/config.mk WORK_HOME=/design/flow/orfs finish
```

## design/flow/design.v

```verilog
module control(input clk,
               input rst_n,
               input weight_select,
               output reg cs,
               output reg we,
               output reg [5:0] addr_fmaps,
               output reg [5:0] addr_weight,
               output reg worken,
               output reg outputen);
    reg [5:0] cnt;
    reg [4:0] base_addr_fmaps;
    reg [5:0] incre_addr_fmaps;
    reg [5:0] addr_weight_cnt;
    always @(posedge clk or negedge rst_n) begin
        if (!rst_n) begin
            addr_fmaps <= 0;
        end
        else begin
            addr_fmaps = base_addr_fmaps+incre_addr_fmaps;
        end
    end
    always @(posedge clk or negedge rst_n) begin
        if (!rst_n) begin
            addr_weight <= 0;
        end
        else begin
            addr_weight = weight_select?(addr_weight_cnt+6'd25):addr_weight_cnt;
        end
    end
    always @(posedge clk or negedge rst_n) begin
        if (!rst_n) begin
            base_addr_fmaps  <= 0;
            incre_addr_fmaps <= 0;
        end
        else begin
            case (incre_addr_fmaps)
                6'd4:incre_addr_fmaps  <= incre_addr_fmaps+6'd3;
                6'd11:incre_addr_fmaps <= incre_addr_fmaps+6'd3;
                6'd18:incre_addr_fmaps <= incre_addr_fmaps+6'd3;
                6'd25:incre_addr_fmaps <= incre_addr_fmaps+6'd3;
                6'd32:begin
                    incre_addr_fmaps <= 0;
                    case (base_addr_fmaps)
                        5'd0:base_addr_fmaps    <= 5'd1;
                        5'd1:base_addr_fmaps    <= 5'd2;
                        5'd2:base_addr_fmaps    <= 5'd7;
                        5'd7:base_addr_fmaps    <= 5'd8;
                        5'd8:base_addr_fmaps    <= 5'd9;
                        5'd9:base_addr_fmaps    <= 5'd14;
                        5'd14:base_addr_fmaps   <= 5'd15;
                        5'd15:base_addr_fmaps   <= 5'd16;
                        5'd16:base_addr_fmaps   <= 5'd0;
                        default:base_addr_fmaps <= 5'd0;
                    endcase
                end
                default:incre_addr_fmaps <= incre_addr_fmaps+6'd1;
            endcase
        end
    end
    always @(posedge clk or negedge rst_n) begin
        if (!rst_n) begin
            addr_weight_cnt <= 0;
        end
        else begin
            if (addr_weight_cnt == 6'd24) begin
                addr_weight_cnt <= 0;
            end
            else begin
                addr_weight_cnt <= addr_weight_cnt+6'd1;
            end
        end
    end
    always @(posedge clk or negedge rst_n) begin
        if (!rst_n) begin
            cnt <= 0;
        end
        else begin
            cnt <= addr_weight_cnt;
        end
    end
    always @(posedge clk or negedge rst_n) begin
        if (!rst_n) begin
            cs       <= 0;
            we       <= 0;
            worken   <= 0;
            outputen <= 0;
        end
        else begin
            cs     <= 1;
            worken <= 1;
            if (cnt == 6'd24)
                outputen <= 1;
            else
                outputen <= 0;
        end
    end
endmodule  
module conv(input clk,
            input rst_n,
            input worken,
            input outputen,
            input signed [7:0] data_fmaps,
            input signed [7:0] data_weight,
            output reg signed [20:0] acc);
    reg signed [20:0] acc_temp;
    always @(posedge clk or negedge rst_n) begin
        if (!rst_n) begin
            acc      <= 0;
            acc_temp <= 0;
        end
        else begin
            case ({worken,outputen})
                2'b10: acc_temp <= acc_temp + data_fmaps*data_weight;
                2'b11: begin
                    acc      <= acc_temp;
                    acc_temp <= data_fmaps*data_weight;
                end
                default: acc_temp <= acc_temp;
            endcase
        end
    end
endmodule  
module top(input clk,
           input rst_n,
           input weight_select,
           input [7:0] fmap_in,
           input [7:0] weight_in,
           output cs,
           output we,
           output [5:0] addr_fmaps,
           output [5:0] addr_weight,
           output outputen,
           output signed [20:0] acc);
    wire worken;
    control control(
    .clk(clk),
    .rst_n(rst_n),
    .weight_select(weight_select),
    .cs(cs),
    .we(we),
    .addr_fmaps(addr_fmaps),
    .addr_weight(addr_weight),
    .worken(worken),
    .outputen(outputen)
    );
    conv conv(
    .clk(clk),
    .rst_n(rst_n),
    .worken(worken),
    .outputen(outputen),
    .data_fmaps(fmap_in),
    .data_weight(weight_in),
    .acc(acc)
    );
endmodule  
```

## design/flow/constraint.sdc

```tcl
current_design top

set clk_period 8.5
set clk_io_pct 0.2

create_clock -name clk0 -period $clk_period [get_ports {clk}]

set non_clock_inputs [all_inputs -no_clocks]
set_input_delay [expr $clk_period * $clk_io_pct] -clock clk0 $non_clock_inputs
set_output_delay [expr $clk_period * $clk_io_pct] -clock clk0 [all_outputs]
```

## design/flow/config.mk

```make
export PLATFORM = sky130hd
export DESIGN_NAME = top
export DESIGN_NICKNAME = top
export VERILOG_FILES = /design/flow/design.v
export SDC_FILE = /design/flow/constraint.sdc
export NUM_CORES = 4
export LEC_CHECK = 1
export CORE_UTILIZATION = 40
export SYNTH_HDL_FRONTEND = slang
```

==> results.txt <==
Implementation results. Before placement the cells fill 41.5% of the core. The average instance in the mapped netlist occupies 9.61 um^2. STA lists the startpoint of the worst hold path as control.cnt[1]$_DFF_PN0_. Height of the chip landed at 134 um. Antenna diode count landed at 0.

Area of the mapped netlist landed at 6980 um^2. Synthesized netlist cell count landed at 726. Pin placement for this block handled 55 I/O pins. The routed layout has 5070 vias. After its last routability iteration, the placer logged a weighted congestion of 0.843.

Highest clock rate landed at 125 MHz. TritonRoute reported its final design rule violation total as 0. In this run the clock root is driven by a clkbuf_16. STA lists the endpoint of the worst register-to-register path as conv.acc_temp[20]$_DFFE_PN0P_.

CTS built an H-tree with a depth of 3. Number of pins exceeding their max-slew limit in the final report landed at 0. The post-synth register bit count is 79. Looking at the clock tree report, the maximum root-to-sink buffer count equals 2.

Cell count after placement landed at 992. Maximum fanout encountered on the critical timing path landed at 10. The synthesized design contains 0 enable-type register cells. The critical path endpoint has a required time of 8.72 ns. Tightest slew margin relative to the limit landed at 45.0%.

The run finished with clean final reports. Average wire per cell in the routed design landed at 12.9 um. The worst setup path is captured at a flip-flop. After filler insertion, the fill cell instance count of the layout stands at 1539. Clock-pin slew was measured on the worst setup and hold paths at 0.07 ns.

Per the synth stats, the flop cell with the highest instance count is dfrtp_1. Setup repair after global routing left no endpoint under its margin. Hold-check failures listed in the final report amount to 0. Summing the sequential cell areas from Yosys gives 28.3% of the chip area. The launch point of the worst register-to-register path is recorded as conv.acc_temp[0]$_DFFE_PN0P_.

The critical path is of the in -> reg type. The first detailed-routing pass ran for 4 iterations. After the flow finishes, the layout carries non-filler instances totaling 1008. Period utilization landed at 94.3%.

Stage-log warning count landed at 32. For this design, the sink count on the clock tree is 79. On the critical path, the stage with the largest delay is an instance of fa_1. Routed via count divided by cell count landed at 5.03.

TritonCTS built the clock tree. Looking at the post-CTS report, the setup buffer insertion count equals 0. Routed wire length landed at 13000 um.

Count of hold-fix buffers inserted at cts landed at 0. Top-area cell type share of the netlist area landed at 28.3%. dfrtp_1 takes more of the synthesized area than any other cell.

In the final run the clock tree shows a worst skew of 0.00881 ns. The core region is 16800 um^2. The worst hold path terminates at control.outputen$_DFF_PN0_.

STA classifies the critical path startpoint as an input pin. According to the floorplan report, the die width is 134 um. Sorting the synthesized cells by area gives the leading types as dfrtp_1 (28%), fa_1 (17%), ha_1 (11%).

Chip area line of the yosys report landed at 6980 um^2. Global routing used 16.3% of the available tracks. According to the floorplan report, the total die area is 18000 um^2. Per the post-route antenna check, the number of violating nets is 0. Counting instances, the worst hold path has a depth of 1.

The first global-routing pass estimated 23200 um of wire. Depth of the worst register-to-register path landed at 10. Highest cell delay on the worst timing path landed at 0.62 ns. For this run, the number of Yosys warnings is 1. Post-route setup TNS landed at 0 ns. Detailed-placement wirelength estimate landed at 10100 um. Number of endpoints failing setup at the final stage landed at 0. Max capacitance violation total landed at 0. Worst-case register-to-register setup slack landed at 5.40 ns. Largest net degree at the start of global routing landed at 47. The worst path needs 8.02 ns of the cycle, external delays included. Post-CTS repair ended up resizing 0 cells.

Number of I/O port buffers landed at 53. Post-synthesis async set-or-reset flop share landed at 100%. Initial antenna violation count landed at 0. Residual overflow from global routing landed at 0. The number of global-route vias before repair came to 5078. Counting distinct cell types in the post-synthesis netlist gives 63. Share of the core filled with cells in the final layout landed at 48.0%. Yosys stat cell total landed at 726. Per the run report, area growth between synthesis and finish was 15.7%. Layout cell share with drive strength beyond 1 landed at 7.11%. The CTS report gives the tree buffer count as 9. The tightest min-delay check is of the reg -> reg type. The detailed router finished its first iteration with 157 violations. Clock latency of the later-clocked register in the worst-skew pair landed at 0.34 ns. Number of rows created at floorplan landed at 47. Transition at the pin with the smallest max-transition slack landed at 0.813 ns. Data arrival time at the worst-slack endpoint landed at 8.24 ns.
[state kept, by name, summed over array words and instances, names as in the netlist]
| signal | cells |
|---|---|
| control.addr_weight_cnt | 6 |
| control.outputen | 1 |
| control.cnt | 6 |
| conv.acc | 21 |
| conv.acc_temp | 21 |
| control.addr_fmaps | 6 |
| control.cs | 1 |
| control.incre_addr_fmaps | 6 |
| control.base_addr_fmaps | 5 |
| control.addr_weight | 6 |
[worst max path at each step]
stage                 from                            end  slack, ns  cells past startpoint
CTS           weight_in[3]  conv.acc_temp[20]$_DFFE_PN0P_       0.46                     25
global route  weight_in[2]  conv.acc_temp[20]$_DFFE_PN0P_       0.03                     26
finish        weight_in[3]  conv.acc_temp[20]$_DFFE_PN0P_       0.48                     25
[Yosys cell counts (3+ instances only)]
master and instances:
clkbuf_1 10, nor2_1 38, or3_1 4, nor2b_1 10, inv_1 116, xor2_1 13
and2_1 47, nand2b_1 5, ha_1 64, xnor2_1 34, a31oi_1 5, a22oi_1 3
a211oi_1 4, nor3_1 8, nand2_1 43, mux2i_1 6, dfrtp_1 79, o31ai_1 3
nand3b_1 3, o21ai_0 32, a21o_1 8, o21bai_1 6, a21oi_1 48, fa_1 58
mux2_2 21, o211ai_1 4, nand3_1 8
[placed cells by master (no fill, tap or decap), types with 32 or more instances in the layout]
cell type / instances
ha_1: 64
a21oi_1: 48
nand2_1: 43
inv_1: 116
nor2_1: 38
fa_1: 58
clkdlybuf4s50_1: 52
xnor2_1: 34
and2_1: 47
o21ai_0: 32
dfrtp_1: 79
[final cells by class]
cell class	count	area, um^2	share of cell area, %
tap	220	275	3.41
clock buffer	9	225	2.79
clock inverter	7	71.3	0.883
sequential	79	1980	24.5
multi-input combinational	517	4510	55.9
inverter	116	435	5.39
timing repair buffer	60	581	7.19
[routing by layer]
layer  share of wire, %  track usage, %  routed length, um
met5                  0               0                  0
met4               0.79           0.936                102
met3                5.6            3.86                728
met2                 48            26.7               6250
met1                 45            24.1               5900
[worst max-delay path, delay by kind of cell]
family                     cells  cell delay (ns)
AOI/OAI and AO/OA              6             1.13
xor gates and xnor gates       1             0.19
adders and majority gates      6             2.83
buffers and inverters          6             1.09
muxes                          2             0.50
and+or+nand+nor                4             0.81
[kinds of logic after synthesis]
family	after synthesis	synth area share (%)
AND-OR/OR-AND	139	12.9
XOR/XNOR	47	5.90
adder cells (fa/ha/maj)	122	28.1
buffers and inverters	130	7.06
flip-flops	79	28.3
multiplexers	28	4.41
other	2	0.108
AND/OR/NAND/NOR	179	13.2
[through the flow]
stage,worst slack [ns],hold WS (ns),area (um^2)
4_1_cts,0.459,0.405,8080
3_5_place_dp,0.113,0.395,7780
5_1_grt,0.0290,0.423,8080
3_3_place_gp,0.185,0.392,7780
2_1_floorplan,0.728,0.352,6980
6_report,0.483,0.401,8080
