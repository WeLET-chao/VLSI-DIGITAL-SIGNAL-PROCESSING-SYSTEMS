## config.mk

```make
export PLATFORM = sky130hd
export DESIGN_NAME = mux4_1
export DESIGN_NICKNAME = mux4_1
export VERILOG_FILES = /design/flow/design.v
export SDC_FILE = /design/flow/constraint.sdc
export NUM_CORES = 4
export LEC_CHECK = 1
export CORE_AREA = 10 10 76 76
export DIE_AREA = 0 0 86 86
export SYNTH_HDL_FRONTEND = slang
```

## constraint.sdc

```tcl
current_design mux4_1

set clk_period 5.0
set clk_io_pct 0.2

create_clock -name clk0 -period $clk_period

set non_clock_inputs [all_inputs -no_clocks]
set_input_delay [expr $clk_period * $clk_io_pct] -clock clk0 $non_clock_inputs
set_output_delay [expr $clk_period * $clk_io_pct] -clock clk0 [all_outputs]
```

## design.v

```verilog
module mux4_1(input [2:0] s,         
              input [20:0] a,        
              input [20:0] b,        
              input [20:0] c,
              output reg [20:0] d);
always @(*) begin
    case (s)
        3'b001: d  = a;
        3'b010: d  = b;
        3'b100: d  = c;
        default: d = 0;
    endcase
end
endmodule  
```

## run.sh

```bash
#!/bin/bash
# OpenROAD 26Q1-2900-gdf79404cd8, Yosys 0.63+post, stock flow scripts
make -C /OpenROAD-flow-scripts/flow DESIGN_CONFIG=/design/flow/config.mk WORK_HOME=/design/flow/orfs finish
```

==> run notes <==
Status on the layout run. Share of the clock period used by the worst path landed at 0.884. Post-route setup TNS landed at 0 ns. The share of total power dissipated in the clock network is 0.

The worst setup path is launched from an input pin. As logged by OpenROAD, the buffers inserted on ports number 87. Of the total power, the share spent switching nets is 0.252. Listed in order, past its start point the critical path passes clkdlybuf4s50_1 > nor3b_2 > buf_4 > a221o_1 > clkdlybuf4s50_1. Number of global-route vias before repair landed at 1083. Along the worst path, the maximum fanout reaches 14. After floorplanning, the die was sized to cover 7400 um^2. Antenna repair during routing inserted a diode count of 0.

Total number of vias landed at 1016. For reference, the post-synthesis area per instance comes to 8.47 um^2. Final setup violation count landed at 0. The synthesized netlist occupies a cell area of 652 um^2. Sum of net half-perimeters after detailed placement landed at 2860 um. Total count of hold-check failures in the final report landed at 0. Per the run summary, max-cap violations total 0. During synthesis, Yosys emitted a total of 0 warnings. The pin closest to its max-slew limit shows a slew of 0.727 ns. Area of the placeable core landed at 4120 um^2. Number of cell rows landed at 23. Internal power comes to 0.0850 mW. Per the timing report, the achievable frequency comes out to 226 MHz. Iteration-0 DRC count of the detailed router landed at 23. The wire length recorded after detailed routing is 3520 um.

The flow ran to the end, and the final reports show no timing, DRC or antenna violations. Number of antenna violations at the first check in global routing landed at 0. The number of warnings reported in the stage logs is 32.

The initial utilization of the core area, before any placement, comes to 0.158. The final timing report derives a shortest allowable period of 4.42 ns. Buffer and inverter count on the worst path landed at 3. Measured along the x axis, the die boundary spans 86 um. The power report attributes to the combinational group a share of 1.000. The synthesized netlist contains 12 unique library cells.

Post-cts gate resize count landed at 0. The OpenROAD report gives the critical path a required time of 4.00 ns. The cell family contributing the most delay on the critical path is buffers and inverters.

Tally of filler cells in the layout landed at 401. Met1 routed wirelength after detailed routing landed at 1640 um. Count of TritonRoute iterations in the first routing pass landed at 4. In this run the tightest slew margin relative to its limit is 0.513. The cell that appears most often on the critical path is sky130_fd_sc_hd__clkdlybuf4s50_1. Delay of the slowest critical-path stage landed at 0.76 ns. Total length of routed met2 wires landed at 1320 um. In this run the power spent charging and discharging nets is 0.0287 mW. The critical path's slowest stage uses the library cell sky130_fd_sc_hd__clkdlybuf4s50_1. Yosys stat cell total landed at 77. Final sequential cell count landed at 0. Summed over all nets, wire length on met3 after detailed routing comes to 538 um.

Entering global routing, the biggest net connects 43 pins. Count of mapped cells out of synthesis landed at 77. Chip area from the yosys synthesis statistics landed at 652 um^2. The share of total power dissipated in sequential elements is 0.

Number of hold buffers added after cts landed at 0. Critical path data arrival time landed at 3.42 ns. The most critical min-delay path falls under input pin to primary output. The detail route stage leaves a number of antenna-violating nets equal to 0. Once layout is done, the placed cells without fillers occupy 1550 um^2.

Once the clock tree was built, the setup fixing pass inserted 0 buffers. The highest metal layer carrying signal wires in the routed design is met4. Vertical die dimension landed at 86 um. Across the whole layout, storage elements account for 0 um^2. In the post-synthesis netlist, the biggest area contributors are sky130_fd_sc_hd__a221o_1, sky130_fd_sc_hd__nor4bb_1, sky130_fd_sc_hd__and2_1.

Number of clock buffer instances in the layout landed at 0. The largest total area in the synthesized netlist belongs to sky130_fd_sc_hd__a221o_1. Total global routing overflow landed at 0.

Wire length of the first global-routing pass landed at 5500 um. Area added between synthesis and finish landed at 138%. Power density of the placed cells landed at 73.4 nW/um^2.

In the routed layout, each cell is associated on average with a via count of 4.91. VDD sags by at most 28.5 uV. Number of DRC violations after detailed routing landed at 0. Setup repair after global routing left no endpoint under its margin. Per Yosys stat, the portion of area used by sequential elements is 0. In the setup report, the worst path falls into the class input pin to primary output. In the final report, the number of pins over their slew limit comes to 0. The worst setup path is captured at a primary output. I/O pin count landed at 87. Total global-route track usage landed at 0.0885. Summed over all cells, the static leakage comes to 0.569 nW. Per the detail_route report, routed wire per instance is 17.0 um. Global placement routability congestion landed at 0.902.

Of the cells placed in the final design, the portion with a size suffix greater than 1 is 0.0510. Fraction of post-synthesis cell area in the top cell type by area landed at 0.307. Area of placed instances landed at 1550 um^2.
[layout by cell type (no fill, tap or decap)]
master	netlist	routed
sky130_fd_sc_hd__a211o_1	1	1
sky130_fd_sc_hd__buf_4	0	5
sky130_fd_sc_hd__a221o_1	20	20
sky130_fd_sc_hd__nor2_1	1	1
sky130_fd_sc_hd__and4bb_2	2	2
sky130_fd_sc_hd__clkdlybuf4s50_1	0	87
sky130_fd_sc_hd__nor4bb_1	19	19
sky130_fd_sc_hd__nor3b_2	1	1
sky130_fd_sc_hd__and4bb_1	1	1
sky130_fd_sc_hd__and2_1	20	20
[power groups by stage]
stage,sequential (mW),combinational (mW),clock [mW]
after CTS,0,0.116,0
after global routing,0,0.124,0
final,0,0.114,0
[routing by layer]
layer | global-route usage | up-vias
li1 | - | 489
met1 | 0.117 | 453
met2 | 0.130 | 72
met3 | 0.0467 | 2
met4 | 0.00449 | 0
met5 | 0 | -
[through the flow]
step / worst slack, ns / total power [mW] / utilization / cells / hold slack (ns)
5_1_grt: 0.369 / 0.124 / 0.376 / 207 / 3.06
3_3_place_gp: 0.664 / 0.115 / 0.376 / 207 / 3.05
6_report: 0.579 / 0.114 / 0.376 / 207 / 3.04
2_1_floorplan: 2.41 / 0.0346 / - / 77 / 2.07
3_5_place_dp: 0.559 / 0.115 / 0.376 / 207 / 3.04
4_1_cts: 0.543 / 0.116 / 0.376 / 207 / 3.05
[path summary, 6_finish.rpt]
| check | from | cells after the start | slack [ns] | end |
|---|---|---|---|---|
| setup / recovery | s[0] | 5 | 0.58 | d[15] |
| hold / removal | a[17] | 3 | 3.04 | d[17] |
[cells in the mapped netlist]
| cell type | count |
|---|---|
| sky130_fd_sc_hd__nor4bb_1 | 19 |
| sky130_fd_sc_hd__a221o_1 | 20 |
| sky130_fd_sc_hd__and4bb_2 | 2 |
| sky130_fd_sc_hd__nor2_1 | 1 |
| sky130_fd_sc_hd__a211o_1 | 1 |
| sky130_fd_sc_hd__and4bb_1 | 1 |
| sky130_fd_sc_hd__clkbuf_1 | 1 |
| sky130_fd_sc_hd__buf_6 | 2 |
| sky130_fd_sc_hd__nor3b_2 | 1 |
| sky130_fd_sc_hd__buf_2 | 8 |
| sky130_fd_sc_hd__clkbuf_4 | 1 |
| sky130_fd_sc_hd__and2_1 | 20 |
[cells by family (layout without fill, tap and decap cells)]
kind of cell,count (synthesis),in the layout,synth area share
compound gates,21,21,0.321
buf+inv,12,92,0.113
simple gates,44,44,0.566
[tightest hold or removal path: cells and delay by family]
kind                   cells  cell delay, ns
AND-OR/OR-AND              1            0.13
buffers and inverters      2            0.91
[cell type report]
cell class	count	area, um^2	area share
Multi-Input combinational cell	65	578	0.373
Tap cell	50	62.6	0.0404
Timing Repair Buffer	92	908	0.586
Power is estimated from default activity; no workload was simulated.
